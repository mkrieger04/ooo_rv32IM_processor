File: flow/design.v
module set_ufp_wdata 
(
    input  logic [31:0]   ufp_addr_reg,
    input  logic [31:0]  ufp_wdata_reg,
    input  logic [3:0]  ufp_wmask_reg,
    output logic [255:0]  data_write_tmp,
    output logic [31:0]   wmask_write_tmp
);
    always_comb begin
        unique case (ufp_addr_reg[4:0]) 
            5'd0: begin
                data_write_tmp       = {224'bx,ufp_wdata_reg};
                wmask_write_tmp      = {28'b0,ufp_wmask_reg};
            end
            5'd4: begin
                data_write_tmp       = {192'bx,ufp_wdata_reg, 32'bx};
                wmask_write_tmp      = {24'b0,ufp_wmask_reg, 4'b0};
            end
            5'd8: begin
                data_write_tmp       = {160'bx,ufp_wdata_reg, 64'bx};
                wmask_write_tmp      = {20'b0,ufp_wmask_reg, 8'b0};
            end
            5'd12: begin
                data_write_tmp       = {128'bx,ufp_wdata_reg, 96'bx};
                wmask_write_tmp      = {16'b0,ufp_wmask_reg, 12'b0};
            end
            5'd16: begin
                data_write_tmp       = {96'bx,ufp_wdata_reg, 128'bx};
                wmask_write_tmp      = {12'b0,ufp_wmask_reg, 16'b0};
            end
            5'd20: begin
                data_write_tmp       = {64'bx,ufp_wdata_reg, 160'bx};
                wmask_write_tmp      = {8'b0,ufp_wmask_reg, 20'b0};
            end
            5'd24: begin
                data_write_tmp       = {32'bx,ufp_wdata_reg, 192'bx};
                wmask_write_tmp      = {4'b0,ufp_wmask_reg, 24'b0};
            end
            5'd28: begin
                data_write_tmp       = {ufp_wdata_reg, 224'bx};
                wmask_write_tmp      = {ufp_wmask_reg, 28'b0};
            end
            default: begin
                data_write_tmp       = 'x;
                wmask_write_tmp      = '0;
            end
        endcase
    end
endmodule
File: flow/config.mk
export PLATFORM = sky130hd
export DESIGN_NAME = set_ufp_wdata
export DESIGN_NICKNAME = set_ufp_wdata
export VERILOG_FILES = /design/flow/design.v
export SDC_FILE = /design/flow/constraint.sdc
export NUM_CORES = 4
export LEC_CHECK = 1
export CORE_AREA = 10 10 144 144
export DIE_AREA = 0 0 154 154
File: flow/run.sh
#!/bin/bash
# OpenROAD 26Q1-2900-gdf79404cd8, Yosys 0.63+post, stock flow scripts
make -C /OpenROAD-flow-scripts/flow DESIGN_CONFIG=/design/flow/config.mk WORK_HOME=/design/flow/orfs finish
File: flow/constraint.sdc
current_design set_ufp_wdata

set clk_period 3.8
set clk_io_pct 0.2

create_clock -name clk0 -period $clk_period

set non_clock_inputs [all_inputs -no_clocks]
set_input_delay [expr $clk_period * $clk_io_pct] -clock clk0 $non_clock_inputs
set_output_delay [expr $clk_period * $clk_io_pct] -clock clk0 [all_outputs]
==> datasheet_impl.txt <==
Physical implementation characteristics

Parameter                              Value

Status
  Result of the run    finished clean

Detailed routing
  Per-cell via count in the routed design    about 4.7
  Drt total wl    approximately 23,000 um
  Total vias in the final route    4,018
  Number of design-rule violations left by the first detailed-router iteration    353
  Final routed wire length divided by cell count    about 27 um
  Router iterations before antenna repair    4
  Number of nets with antenna violations after routing    0
  DRC Markers    0

Final layout
  Most frequent logic cells in the routed design    sky130_fd_sc_hd__clkdlybuf4s50_1 (329), sky130_fd_sc_hd__and3_1 (254), sky130_fd_sc_hd__a21boi_0 (30), sky130_fd_sc_hd__buf_12 (7), sky130_fd_sc_hd__buf_4 (5)
  Clock buffer cells    0
  Sequential cell area in the final layout    0 um2
  Design Area, Final    ~5700 um2
  Fraction of layout instances using a drive strength above 1    0.03454
  Most common cell after layout, fill and taps aside    sky130_fd_sc_hd__clkdlybuf4s50_1
  Utilization of the core after routing    0.3257
  Area growth syn-to-layout    154.9%
  Number of sequential cells    0
  Number of standard cells in the final layout excluding fillers    863

Yosys
  Cell taking the most area after synthesis    sky130_fd_sc_hd__and3_1
  Yosys stat cell total    approximately 360
  Post-synth seq share    0
  Synthesized netlist cell count    357
  Chip Area, Yosys    approximately 2200 um2
  Yosys cell types    14
  Yosys synthesis warning count    1
  Area leader share    0.7115
  Syn Std Cell Area    2233 um2
  Syn Area/Cell    roughly 6.3 um2
  Dominant cells by area after synthesis    sky130_fd_sc_hd__and3_1 (71%), sky130_fd_sc_hd__a21boi_0 (10%), sky130_fd_sc_hd__clkbuf_1 (7.1%), sky130_fd_sc_hd__buf_8 (4.7%), sky130_fd_sc_hd__buf_2 (2.0%)

Timing
  Final sum of negative setup slack    0 ns
  Final critical delay including setup and external delays    around 3.5 ns
  Minimum setup slack in the final design    ~0.35 ns
  Slew Limit Headroom    0.5316
  Total of endpoints with negative setup slack in the final report    0
  Final clock period utilization by the worst path    0.9082
  Fin. max-slew vios    0
  Final Hold Fails    0
  Transition time at the pin with the least slew margin    about 0.70 ns
  Setup repair after global routing missed its margin    false
  Top achievable clock speed    ~290 MHz

Global routing
  Total global routing overflow    0
  First-pass GRT wire length    31,310 um
  Pin count of the biggest net entering global routing    between 100 and 150
  Via count of the first global-routing pass    3,847
  Overall routing resource usage    0.1796
  Number of antenna violations at the first check in global routing    3

Floorplan
  Chip area    between 20,000 and 25,000 um2
  Placement Rows    48
  Chip Height    ~150 um
  Standard cell core area    roughly 17,000 um2
  Core Density at Floorplan    0.1278
  Die W    around 150 um
  IO Pins    around 360

Pwr
  Int Power    approximately 0.16 mW
  Net switching power of the design    approximately 0.18 mW
  Leak pwr    2.884 nW
  Fraction of power spent switching nets    0.5334
  Worst vdd rail ir drop    0.06138 mV
  Power per unit of standard cell area    between 60 and 70 nW/um2

Setup path
  Data arrival time of the worst path    2.69 ns
  Worst setup SP type    input pin
  Worst Path Required    ~3 ns
  Crit. End Element    output port
  Crit path kind    in2out
  Maximum net fanout on the critical path    75

Placement
  I/O Buffers    approximately 330
  Placement-stage worst setup slack    0.3583 ns
  Half-perimeter wire length of the detailed placement result    roughly 17,000 um
  Cell Area, Placed    between 5000 and 6000 um2
  RD Place Congestion    between 0.7 and 0.8
  Number of placed instances, taps included    between 800 and 900

Run
  Maximum Capacitance Violations    0
  Number of OpenROAD warnings    62

Clock tree
  CTS Hold Buffers Added    0
  Number of gates resized after cts    0
  Buffer count from post-CTS setup fixing    0

Min path
  Path category of the worst min-delay check    in2out
## power groups by stage
stage	Combinational [mW]	Clock, mW	Sequential [mW]
4_1_cts	0.348	0	0
5_1_grt	0.367	0	0
## critical path, stage by stage
cell and delay, ns:
sky130_fd_sc_hd__clkdlybuf4s50_1 0.53, sky130_fd_sc_hd__nor3b_4 0.35, sky130_fd_sc_hd__buf_12 0.29, sky130_fd_sc_hd__and3_1 0.23
sky130_fd_sc_hd__clkdlybuf4s50_1 0.49
## path summary, 6_finish.rpt
check / start / end / slack (ns) / cells after the start
worst max-delay path: ufp_addr_reg[1] / data_write_tmp[255] / 0.35 / 5
worst min-delay path: ufp_wdata_reg[21] / data_write_tmp[245] / 2.67 / 4
## per-layer routing
metal | vias to the layer above | track usage | routed length [um]
met1 | 1880 | 0.2339 | 9484
met2 | 257 | 0.2948 | 10710
met4 | 0 | 0.01664 | 246
met5 | - | 0 | 0
li1 | 1869 | - | -
met3 | 12 | 0.05573 | 2625
## synthesized netlist by cell type, drive strengths merged
library cell and n:
a21boi 32, and2 1, and3 256, buf 16, clkbuf 45, nor2 2, nor2b 2, nor3 1
nor3b 1, or3 1
## final cells by class
cell class,count,area [um2]
multi-input cells,296,1938
diodes,1,2.502
fillers,1870,11780
repair buffers,341,3471
well taps,225,281.5
## per-stage QoR
step	total power, mW	hold WS (ns)
after global routing	0.3666	2.718
after CTS	0.3484	2.683
final	0.3440	2.670
after detailed placement	0.3475	2.670
after floorplan	0.08652	1.600
after global placement	0.3471	2.687
## logic make-up after synthesis
| group | share of synthesized area |
|---|---|
| buffers and inverters | 0.1445 |
| AND-OR/OR-AND | 0.1076 |
| AND/OR/NAND/NOR | 0.7479 |
Power and IR drop assume default switching activity.
