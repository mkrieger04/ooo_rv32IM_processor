[flow/config.mk]
export PLATFORM = sky130hd
export DESIGN_NAME = sp_ff_array
export DESIGN_NICKNAME = sp_ff_array
export VERILOG_FILES = /design/flow/design.v
export SDC_FILE = /design/flow/constraint.sdc
export NUM_CORES = 4
export LEC_CHECK = 1
export CORE_UTILIZATION = 30
[flow/constraint.sdc]
current_design sp_ff_array

set clk_period 3.2
set clk_io_pct 0.2

create_clock -name clk0 -period $clk_period [get_ports {clk0}]

set non_clock_inputs [all_inputs -no_clocks]
set_input_delay [expr $clk_period * $clk_io_pct] -clock clk0 $non_clock_inputs
set_output_delay [expr $clk_period * $clk_io_pct] -clock clk0 [all_outputs]
[flow/design.v]
module sp_ff_array #(
            parameter               S_INDEX     = 4,
            parameter               WIDTH       = 1
)(
    input   logic                   clk0,
    input   logic                   rst0,
    input   logic                   csb0,
    input   logic                   web0,
    input   logic   [S_INDEX-1:0]   addr0,
    input   logic   [WIDTH-1:0]     din0,
    output  logic   [WIDTH-1:0]     dout0
);
            localparam              NUM_SETS    = 2**S_INDEX;
            logic                   web0_reg;
            logic   [S_INDEX-1:0]   addr0_reg;
            logic   [WIDTH-1:0]     din0_reg;
            logic   [WIDTH-1:0]     internal_array [NUM_SETS];
    always_ff @(posedge clk0) begin
        if (rst0) begin
            web0_reg  <= 1'b1;
            addr0_reg <= 'x;
            din0_reg  <= 'x;
        end else begin
            if (!csb0) begin
                web0_reg  <= web0;
                addr0_reg <= addr0;
                din0_reg  <= din0;
            end
        end
    end
    always_ff @(posedge clk0) begin
        if (rst0) begin
            for (integer i = 0; i < NUM_SETS; i++) begin
                internal_array[i] <= '0;
            end
        end else begin
            if (!web0_reg) begin
                internal_array[addr0_reg] <= din0_reg;
            end
        end
    end
    always_comb begin
        dout0 = internal_array[addr0_reg];
    end
endmodule : sp_ff_array
[flow/run.sh]
#!/bin/bash
# OpenROAD 26Q1-2900-gdf79404cd8, Yosys 0.63+post, stock flow scripts
make -C /OpenROAD-flow-scripts/flow DESIGN_CONFIG=/design/flow/config.mk WORK_HOME=/design/flow/orfs finish
==> results.cfg <==
; flow metrics
[status]
outcome = finished, final reports clean

[final_timing]
worstMarginPinSlew_ns = 0.671
finalCritPeriodShare_pct = 83.5
slew-limit-headroom_pct = 55.1
setup_tns_ns = 0
final-max-slew-violation-count = 0
fin_crit_ns = 2.67
grt_setup_unrepaired = no
clock_skew_ns = 0.00258
hold_viol = 0
setup-violations-final = 0
fmax_mhz = 374

[setup_path]
critPathLaunchType = flip-flop
reg2reg_depth = 2
cp-end-kind = output port
max_stage_delay_ns = 0.62
cp_slowest_cell = mux4_1
cp_max_fo = 4
crit_path_frequent_cell = mux2i_1
crit_path_cell_trace = mux4_1, mux2i_1, mux2i_1, clkdlybuf4s50_1
critPathRequiredTime_ns = 2.56
arrival_ns = 2.03
setup.worst_path.class = flip-flop to output port

[global_routing]
grt_max_degree = 23
grt_pass1_wl_mm = 3.56
grt_pass1_vias = 753
overflow = 0
grt_usage_pct = 11.6
antenna_found_initial = 0

[power_and_ir_drop]
power_density_nw_per_um2 = 480
leakage_nw = 0.545
peakVddDrop_uv = 288

[cts]
cts_resized = 0
cts_tree = built
cts.sinks = 26
numCtsBuffers = 3
cts_root_buffer = clkbuf_8
insertion_delay_ns = 0.26
cts_hold_buf = 0
cts_max_level = 1
clockBufferDepth = 2
clk_pin_slew_ns = 0.08
cts_setup_buffers = 0

[yosys]
yosys_warnings = 1
postSynthAreaPerCell_sq_um = 13.1
ys_cells = 93
postSynthSeqShare_pct = 59.9
ys_types = 21
netlist_area_sq_um = 1220
postSynthCellCount = 93
ys_ff = 26
yosys_area_sq_um = 1220

[floorplan]
die_y_um = 65.8
placementRows = 22
coreArea_sq_um = 3770
ios = 10
die_area_sq_um = 4330
fp_util_pct = 32.3
chipWidth_um = 65.8

[placed_design]
hpwl_mm = 1.51
detailed_place.area_sq_um = 1360
place.gp.congestion = 0.815
portBuffers = 9

[detailed_routing]
antenna_cells = 0
first_pass_iters = 5
wire_per_inst_um = 14.0
num_vias = 750
routed_wl_mm = 2.12
drt-initial-drc-count = 25
drc = 0
drtAntennaViolNets = 0
viasPerCell = 4.97

[hold_path]
hold_depth = 1
hold_class = flip-flop to flip-flop

[layout]
final_area_sq_um = 1410
syn2layout_area_growth_pct = 15.8
drive_gt1_share_pct = 7.77
fin_util_pct = 37.5
fillers = 344
final_common_cell = edfxtp_1
layout_top_cells = edfxtp_1, nor2_1, a21o_1

[job]
timing.max_cap.violations = 0
warnings = 25
-- worst paths after layout --
check                         start                              end  slack, ns
max                       flip-flop                         dout0[0]       0.53
min           web0_reg$_SDFFE_PP1N_            web0_reg$_SDFFE_PP1N_       0.56
max reg2reg  addr0_reg[0]$_DFFE_PN_  internal_array[6]$_SDFFCE_PN0P_       1.66
min reg2reg   web0_reg$_SDFFE_PP1N_            web0_reg$_SDFFE_PP1N_       0.56
-- cells by family after synthesis --
kind of cell	synth area share, %
and+or+nand+nor	13.7
buffers and inverters	1.03
DFF	59.9
AOI/OAI and AO/OA	10.6
muxes	14.8
-- through the flow --
step | power [mW] | hold WS [ns] | std cells | setup slack [ns]
CTS | 0.682 | 0.562 | 151 | 0.465
detailed placement | 0.480 | 0.539 | 147 | 0.701
global route | 0.706 | 0.622 | 151 | 0.414
global placement | 0.480 | 0.538 | 147 | 0.742
floorplan | 0.451 | 0.508 | 93 | 1.44
finish | 0.678 | 0.561 | 151 | 0.527
-- cell usage after synthesis --
library cell  number  share of area (%)
edfxtp_1          21                 52
mux2_2             4                3.7
dfxtp_1            5                8.2
nor4_1             1               0.51
a21o_1            12                7.4
nand2_1            5                1.5
nor3_1             1               0.41
clkbuf_1           2               0.62
mux4_1             4                8.6
nor2b_1            3                1.5
nand3b_1           1               0.62
and3_1             1               0.51
mux2i_1            3                2.5
o21bai_1           4                2.5
a211o_1            1               0.72
nand3_1            2               0.82
buf_2              1               0.41
nor2_1            18                5.5
and2_1             1               0.51
nand2b_1           2                1.0
nor4b_1            1               0.72
-- critical path: cells and delay by family, from the launching register on --
family / cells / cell delay (ns)
buf+inv: 1 / 0.41
mux: 3 / 0.87
flops: 1 / 0.49
-- area by class of cell --
type	count	area, sq um	area share (%)
multi-input combinational	64	477	33.7
timing repair buffer	9	90.1	6.38
clock buffer	4	55.1	3.90
tap	48	60.1	4.25
sequential	26	731	51.7
-- report_power, final --
part / switching (mW) / leakage [nW] / internal, mW
logic: 0.0301 / 0.257 / 0.0401
clock network: 0.0962 / 0.0288 / 0.110
registers: 0.0178 / 0.260 / 0.384
-- metal layers --
metal | part of all wire [%] | vias up | track usage [%]
met3 | 5.5 | 2 | 3.32
li1 | - | 370 | -
met5 | 0 | - | 0
met4 | 0.42 | 0 | 2.17
met1 | 48 | 358 | 18.4
met2 | 46 | 20 | 17.0
Power figures rest on the tool's default switching activity, not on a simulated workload.
