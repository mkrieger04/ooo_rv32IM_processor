## design/flow/design.v

```verilog
module sp_ff_array_dual #(
            parameter               S_INDEX     = 4,
            parameter               WIDTH       = 1
)(
    input   logic                   clk0,
    input   logic                   rst0,
    input   logic                   csb0,
    input   logic                   web0,
    input   logic   [S_INDEX-1:0]   addr0,
    input   logic   [S_INDEX-1:0]   addr1,
    input   logic   [WIDTH-1:0]     din0,
    output  logic   [WIDTH-1:0]     dout0
);
            localparam              NUM_SETS    = 2**S_INDEX;
            logic                   web0_reg;
            logic   [S_INDEX-1:0]   addr0_reg;
            logic   [S_INDEX-1:0]   addr1_reg;
            logic   [WIDTH-1:0]     din0_reg;
            logic   [WIDTH-1:0]     internal_array [NUM_SETS];
    always_ff @(posedge clk0) begin
        if (rst0) begin
            web0_reg  <= 1'b1;
            addr0_reg <= 'x;
            addr1_reg <= 'x;
            din0_reg  <= 'x;
        end else begin
            if (!csb0) begin
                web0_reg  <= web0;
                addr0_reg <= addr0;
                addr1_reg <= addr1;
                din0_reg  <= din0;
            end
        end
    end
    always_ff @(posedge clk0) begin
        if (rst0) begin
            for (integer i = 0; i < NUM_SETS; i++) begin
                internal_array[i] <= '0;
            end
        end else begin
            if (!web0_reg) begin
                internal_array[addr0_reg] <= din0_reg;
            end
        end
    end
    always_comb begin
        dout0 = internal_array[addr1_reg];
    end
endmodule : sp_ff_array_dual
```

## design/flow/run.sh

```bash
#!/bin/bash
# OpenROAD 26Q1-2900-gdf79404cd8, Yosys 0.63+post, stock flow scripts
make -C /OpenROAD-flow-scripts/flow DESIGN_CONFIG=/design/flow/config.mk WORK_HOME=/design/flow/orfs finish
```

## design/flow/config.mk

```make
export PLATFORM = sky130hd
export DESIGN_NAME = sp_ff_array_dual
export DESIGN_NICKNAME = sp_ff_array_dual
export VERILOG_FILES = /design/flow/design.v
export SDC_FILE = /design/flow/constraint.sdc
export NUM_CORES = 4
export LEC_CHECK = 1
export CORE_AREA = 10 10 111 111
export DIE_AREA = 0 0 121 121
```

## design/flow/constraint.sdc

```tcl
current_design sp_ff_array_dual

set clk_period 2.1
set clk_io_pct 0.2

create_clock -name clk0 -period $clk_period [get_ports {clk0}]

set non_clock_inputs [all_inputs -no_clocks]
set_input_delay [expr $clk_period * $clk_io_pct] -clock clk0 $non_clock_inputs
set_output_delay [expr $clk_period * $clk_io_pct] -clock clk0 [all_outputs]
```

==> changes_impl.md <==
## Implementation

- CP max FO: 4
- DIE AREA: 14640 sq um
- Setup violators final: 0
- # DRC: 0
- RSZ-0062 raised after global routing: false
- Vias in the first global route: about 860
- Drt pass-1 iters: 4
- I/O pins: 14
- Cycle use final: 0.9187
- TritonCTS Sinks: 30
- Max cap viols: 0
- Htree depth: 2
- Cell Type Count: 22
- Antenna viol nets, final: 0
- Grt ovf: 0
- CTS Buf Count: 5
- WL/cell: 10.49 um
- Hold buffer count at CTS: 0
- Most instantiated logic cells after routing: 25 x edfxtp_1, 18 x nor2_1, 12 x a21o_1, 12 x clkdlybuf4s50_1
- Synthesized area per cell: approximately 14 sq um
- Latency at later pin: 280 ps
- Setup Crit Path Kind: register to output port
- Layout area overhead: 31.19%
- Total Wirelength: 2.664 mm
- Post-place setup slack: -12.49 ps
- Vias/cell: 3.236
- Post-synthesis sequential area ratio: 0.6349
- Die y size: 121 um
- Violation tally from detailed-route iteration zero: 24
- YS chip area: 1340 sq um
- Cell count after placement: approximately 250
- Setup WS post-layout: 170.6 ps
- DR vias: 822
- Core footprint: 9864 sq um
- VDD IR max: approximately 0.00037 V
- Cell Pwr Density: 791.0 nW/um^2
- CP Launch Type: register
- Fin. Hold Viols: 0
- Worst-path clk slew: 60 ps
- Global-route wire length before repair: ~4.4 mm
- Max Freq: 0.5183 GHz
- Tool Warnings: 25
- # diodes: 0
- CTS tree: yes
- Slew headroom: 0.7512
- Site Rows: 36
- Largest net degree at the start of global routing: 17
- Die W: 121 um
- Clk root buf: clkbuf_8
- Pleak: 0.6364 nW
- FF+latch count, synth: 30
- WP data arrival: about 1500 ps
- Fin crit period: between 1500 and 2000 ps
- Cell count listed in synth_stat.txt: 97
- Status: complete, no violations
- Critical Path Sink Type: output port
- Hold Crit Class: register to register
- Dpl hpwl: 1.984 mm
- FP Util: 0.1358
- Pins Over Slew Limit: 0
- Worst Tran Pin Value: 372.8 ps
- Worst-case clock buffer depth: 2
- Syn. warnings: 1
- Post-Synthesis Cell Area: 1340 sq um
- Layout cells sized above 1: 0.1901
- Non-filler instance count after layout: 254
- Most numerous logic cell after layout: edfxtp_1
- Required time worst endpoint: 1680 ps
- Buffers added on ports: 13
- Routability-driven placement congestion ratio: 0.8294
- Initial antenna violation count: 0
- Post-Syn Instances: 97
- Total GRT Usage: 0.03792
- Clock skew: 4.860 ps
## per-stage QoR
step	hold WS [ps]	power (mW)	cell area [sq um]	util	TNS, ps
6_report	480.2	1.390	1758	0.1782	0
5_1_grt	486.9	1.453	1758	0.1782	0
4_1_cts	481.6	1.409	1763	0.1787	0
3_5_place_dp	465.3	0.8456	1665	0.1688	-12.49
3_3_place_gp	461.0	0.8421	1665	0.1688	0
2_1_floorplan	447.8	0.7848	1340	-	0
## final timing paths
path	start	to	slack (ps)	cells after the start
hold / removal	addr1_reg[2]	register	480	1
setup / recovery	register	dout0[0]	170	4
hold reg to reg	addr1_reg[2]	register	480	1
setup reg to reg	addr0_reg[1]	internal_array[12]	630	3
## power by group
part | switching [mW] | leakage (nW) | internal (mW)
combinational | 0.0533 | 0.277 | 0.0694
clock | 0.210 | 0.0579 | 0.348
sequential | 0.0268 | 0.301 | 0.682
## per-layer routing
metal	global-route usage	vias up	wire length [um]
li1	-	410	-
met1	0.05806	369	1364
met2	0.04558	34	977
met3	0.02126	9	282
met4	0.005279	0	40
met5	0	-	0
## worst max-delay path, cell delays in order (launching register included)
cell and delay (ps):
dfxtp_4 390, mux4_2 500, mux2i_1 150, mux2i_1 90
clkbuf_2 100
## cells in the mapped netlist
master,instances,share of area
nor4_1,1,0.0047
dfxtp_1,5,0.075
nand3_1,2,0.0075
a211o_1,1,0.0065
nor2_1,18,0.050
buf_2,1,0.0037
nand3b_1,1,0.0056
nand2_1,5,0.014
o21bai_1,4,0.022
mux2i_1,3,0.022
mux2_2,4,0.034
and3_1,1,0.0047
nor2b_1,4,0.019
inv_1,1,0.0028
nor4b_1,1,0.0065
a21o_1,12,0.067
mux4_1,4,0.078
nor3_1,1,0.0037
nand2b_1,1,0.0047
clkbuf_1,1,0.0028
and2_1,1,0.0047
edfxtp_1,25,0.56
## layout make-up
cell class | count | area (sq um)
Clock inverter | 3 | 40.04
Inverter | 1 | 3.754
Sequential cell | 30 | 854.6
Multi-Input combinational cell | 64 | 461.7
Tap cell | 133 | 166.4
Clock buffer | 5 | 68.82
Timing Repair Buffer | 18 | 162.7
Fill cell | 1043 | 8107
## cells by family (layout without fill, tap and decap cells)
| kind of cell | count (synthesis) | in the layout | share of synthesized area |
|---|---|---|---|
| mux | 11 | 11 | 0.1345 |
| buf+inv | 3 | 27 | 0.009328 |
| simple gates | 36 | 36 | 0.1251 |
| compound gates | 17 | 17 | 0.09618 |
| flops | 30 | 30 | 0.6349 |
## timing repair
item,4_1_cts,5_1_grt
gates resized,8,1
hold endpoints to repair,0,0
buffers inserted,0,0
endpoints found under the setup margin,1,1
No activity file was given, so power comes from the tool's default toggle rates.
