==> design/flow/run.sh <==
#!/bin/bash
# OpenROAD 26Q1-2900-gdf79404cd8, Yosys 0.63+post, stock flow scripts
make -C /OpenROAD-flow-scripts/flow DESIGN_CONFIG=/design/flow/config.mk WORK_HOME=/design/flow/orfs finish
==> design/flow/config.mk <==
export PLATFORM = sky130hd
export DESIGN_NAME = dp_ff_array
export DESIGN_NICKNAME = dp_ff_array
export VERILOG_FILES = /design/flow/design.v
export SDC_FILE = /design/flow/constraint.sdc
export NUM_CORES = 4
export LEC_CHECK = 1
export CORE_UTILIZATION = 40
==> design/flow/constraint.sdc <==
current_design dp_ff_array

set clk_period 3.9
set clk_io_pct 0.2

create_clock -name clk0 -period $clk_period [get_ports {clk0}]

set non_clock_inputs [all_inputs -no_clocks]
set_input_delay [expr $clk_period * $clk_io_pct] -clock clk0 $non_clock_inputs
set_output_delay [expr $clk_period * $clk_io_pct] -clock clk0 [all_outputs]
==> design/flow/design.v <==
module dp_ff_array #(
            parameter               S_INDEX     = 4,
            parameter               WIDTH       = 1
)(
    input   logic                   clk0,
    input   logic                   rst0,
    input   logic                   csb0,
    input   logic                   web0,
    input   logic   [S_INDEX-1:0]   addr0,
    input   logic   [WIDTH-1:0]     din0,
    output  logic   [WIDTH-1:0]     dout0,
    input   logic                   csb1,
    input   logic                   web1,
    input   logic   [S_INDEX-1:0]   addr1,
    input   logic   [WIDTH-1:0]     din1,
    output  logic   [WIDTH-1:0]     dout1
);
            localparam              NUM_SETS    = 2**S_INDEX;
            logic                   web0_reg;
            logic   [S_INDEX-1:0]   addr0_reg;
            logic   [WIDTH-1:0]     din0_reg;
            logic                   web1_reg;
            logic   [S_INDEX-1:0]   addr1_reg;
            logic   [WIDTH-1:0]     din1_reg;
            logic   [WIDTH-1:0]     internal_array [NUM_SETS];
    always_ff @(posedge clk0) begin
        if (rst0) begin
            web0_reg  <= 1'b1;
            addr0_reg <= 'x;
            din0_reg  <= 'x;
            web1_reg  <= 1'b1;
            addr1_reg <= 'x;
            din1_reg  <= 'x;
        end else begin
            if (!csb0) begin
                web0_reg  <= web0;
                addr0_reg <= addr0;
                din0_reg  <= din0;
            end
            if (!csb1) begin
                web1_reg  <= web1;
                addr1_reg <= addr1;
                din1_reg  <= din1;
            end
        end
    end
    always_ff @(posedge clk0) begin
        if (rst0) begin
            for (integer i = 0; i < NUM_SETS; i++) begin
                internal_array[i] <= '0;
            end
        end else begin
            case ({web1_reg, web0_reg})
                2'b00: begin
                    if (addr0_reg == addr1_reg) begin
                        internal_array[addr0_reg] <= 'x;
                    end else begin
                        internal_array[addr1_reg] <= din1_reg;
                        internal_array[addr0_reg] <= din0_reg;
                    end
                end
                2'b01: internal_array[addr1_reg] <= din1_reg;
                2'b10: internal_array[addr0_reg] <= din0_reg;
            endcase
        end
    end
    always_comb begin
        dout0 = internal_array[addr0_reg];
        dout1 = internal_array[addr1_reg];
    end
endmodule : dp_ff_array
==> commit_impl_results.txt <==
Log flow metrics for this revision

- Yosys top cell by instances: sky130_fd_sc_hd__edfxtp_1
- TritonCTS Buffers: 5
* Pins Over Slew Limit: 0
- The worst VDD IR drop from the latest analysis is 198.0 uV.
- Horizontal extent of the die: 73.17 um
* Hold buffers post-CTS: 0
- Bufs on Longest Clock Path: 2
* Tot GR Track Use: 0.2053
- After routing, the total negative slack on setup checks comes to 0 ns.
- Top cells by instance count after synthesis: sky130_fd_sc_hd__edfxtp_1, sky130_fd_sc_hd__nand2_1, sky130_fd_sc_hd__a21oi_1, sky130_fd_sc_hd__dfxtp_1
- The largest individual stage delay along the critical path comes from the cell sky130_fd_sc_hd__mux4_2.
- After filler insertion, the fill cell instance count of the layout stands at 441.
* Number of cells in the yosys synthesis report: 175
* Data arrival time of the critical path: 2.13 ns
- After layout, the minimum clock period comes to 2.906 ns.
- Before any placement, the netlist area is recorded as 2026 um2.
- Cell taking the most area after synthesis: sky130_fd_sc_hd__edfxtp_1
- Among all stages on the critical path, the maximum delay recorded is 0.53 ns.
* Pin count of the biggest net entering global routing: 28
* Instance count of the mapped netlist: 175
- R2R Path Start: addr0_reg[2]
* Sequential cell area fraction in the yosys report: 0.4842
* Hold Path Class: flip-flop to flip-flop
- Clock latency on the worst-skew pair: 0.28 ns
* Global-route wire length before repair: 7583 um
- Ordered list of cells on the worst path: mux4_2 > nor2b_1 > a211oi_1 > a21oi_1 > clkdlybuf4s50_1
* Height of the die: 73.17 um
* Buffer-and-inverter tally for the worst setup path: 1
- Setup repair after global routing left no endpoint under its margin.
* Run status: finished, final reports clean
* Total of flip-flops plus latches after synthesis: 36
- Highest Clock Rate: 0.3441 GHz
- The post-synth count of flops with an enable pin is 26.
- In the final layout, the share of cells above drive strength 1 is 0.1337.
- The commonest register cell is sky130_fd_sc_hd__edfxtp_1.
- Vias: 1523
* Total congestion overflow: 0
- The wire-length estimate of the detail-placed layout is 3641 um.
- According to the floorplan report, the total die area is 5353 um2.
* I/O Buffers: 17
- Clock H-tree levels: 2
- Once routing completed, OpenROAD measured the worst setup slack at 0.9939 ns.
- CTS tree: built
- Per the final timing report, the hold violations number 0.
- The share of synthesized area in the top cell type comes to 0.3854.
- # setup viols final: 0
* Antenna cells: 0
- The critical path endpoint has a required time of 3.12 ns.
- STA classifies the critical path startpoint as a flip-flop.
* Pre-CTS setup slack: 1.012 ns
- Slew at the pin closest to its max-slew limit: 0.8543 ns
- CTS placed an instance of sky130_fd_sc_hd__clkbuf_8 at the clock tree root.
* First-pass iteration count of the detailed router: 7
- Initial core utilization: 0.4233
- Core area: 4786 um2
- Routability-driven placement finished with a final weighted congestion of 0.9334.
- Per the hold report, the tightest min-delay path originates at web0_reg.
- Number of antenna violations at the first check in global routing: 0
* Final Skew: 0.007515 ns
- Kind of end point of the critical path: primary output
- 18 I/O pins were placed.
* Cycle use final: 0.7452
- The via count of the first global-routing pass came to 1489.
- CP Class: flip-flop to primary output
* Post-route ant nets: 0
* Num Clock Sinks: 36
- Each instance of the synthesized netlist takes up on average 11.58 um2.
* Number of vias per cell after detailed routing: 5.996
* Number of rows created at floorplan: 25
- After detailed routing, the total wire length is 4718 um.
- Worst path top cell family by delay: multiplexers
* Unique masters post-synth: 37
* Critical Path Fanout Max: 4
- Dominant cells by area after synthesis: sky130_fd_sc_hd__edfxtp_1, sky130_fd_sc_hd__dfxtp_1, sky130_fd_sc_hd__mux4_2, sky130_fd_sc_hd__o32ai_1, sky130_fd_sc_hd__mux2_2
- Clock input transition at the sequential cells of the worst setup and hold paths: 0.07 ns
* Max_slew headroom: 0.4287
- Share of async-settable or async-resettable flops after synthesis: 0
- DR WL/cell: 18.57 um
- Warning total across the stage logs: 25
- Power density relative to cell area: 378.2 nW/um2
- The synthesis report lists the Yosys warning total as 1.
- Yosys reports a chip area of 2026 um2.
- Leakage: 0.7576 nW
- Max-cap check violation count: 0
* Post-cts repair resize count: 0
- Number of DRC markers after the initial detailed-route iteration: 157
- Synth-to-layout area growth: 12.66%
- Once the clock tree was built, the setup fixing pass inserted 0 buffers.
* Total DRC errors in the routed layout: 0
-- where the power goes --
group	switching, mW	internal (mW)
clock network	0.133	0.124
logic	0.0603	0.0680
registers	0.0388	0.438
-- area by class of cell --
type                    instances  area, um2  area share
flip-flops and latches         36      980.9      0.4298
multi-input cells             122      944.7      0.4139
repair buffers                 17      170.2     0.07456
well taps                      67      83.83     0.03673
clock buffers                   5      68.82     0.03015
clock inverters                 3      18.77    0.008224
inverters                       4      15.01    0.006579
-- layout by cell type (no fill, tap or decap), drive strengths merged, types with 5 or more instances in the layout --
cell / synthesis / layout
a21oi: 10 / 10
clkbuf: 4 / 5
clkdlybuf4s50: 0 / 17
dfxtp: 10 / 10
edfxtp: 26 / 26
mux2: 6 / 6
mux4: 8 / 8
nand2: 14 / 14
nand2b: 6 / 6
nor2: 7 / 7
nor2b: 6 / 6
o22ai: 8 / 8
o31ai: 5 / 5
o32ai: 8 / 8
o41ai: 7 / 7
-- layer usage --
metal / share of wire / vias to the layer above / GRT usage
li1: - / 727 / -
met1: 0.42 / 706 / 0.3169
met3: 0.10 / 8 / 0.07283
met4: 0.0097 / 0 / 0.02832
met2: 0.47 / 82 / 0.3025
met5: 0 / - / 0
-- through the flow --
stage	hold slack, ns	util	power, mW	instances	area [um2]
floorplan	0.5219	-	0.5655	175	2026
global placement	0.5986	0.4586	0.6138	246	2195
detailed placement	0.6039	0.4586	0.6122	246	2195
CTS	0.6138	0.4769	0.8690	254	2282
global route	0.6627	0.4769	0.9045	254	2282
finish	0.6279	0.4769	0.8631	254	2282
-- worst paths after layout --
kind                            depth (start not counted)  slack [ns]           endpoint
worst max-delay path                                    5        0.99           dout1[0]
worst min-delay path                                    1        0.63           web0_reg
worst max register to register                          4        1.37  internal_array[2]
worst min register to register                          1        0.63           web0_reg
-- cell families after synthesis --
group / synth area share
AND-OR/OR-AND: 0.1989
AND/OR/NAND/NOR: 0.1180
flip-flops: 0.4842
buffers and inverters: 0.04941
multiplexers: 0.1322
XOR/XNOR: 0.01729
Power figures rest on the tool's default switching activity, not on a simulated workload.
