### config.mk
export PLATFORM = sky130hd
export DESIGN_NAME = cacheline_adp
export DESIGN_NICKNAME = cacheline_adp
export VERILOG_FILES = /design/flow/design.v
export SDC_FILE = /design/flow/constraint.sdc
export NUM_CORES = 4
export LEC_CHECK = 1
export CORE_AREA = 10 10 604 604
export DIE_AREA = 0 0 614 614
### constraint.sdc
current_design cacheline_adp

set clk_period 40.1
set clk_io_pct 0.2

create_clock -name clk0 -period $clk_period [get_ports {clk}]

set non_clock_inputs [all_inputs -no_clocks]
set_input_delay [expr $clk_period * $clk_io_pct] -clock clk0 $non_clock_inputs
set_output_delay [expr $clk_period * $clk_io_pct] -clock clk0 [all_outputs]
### design.v
module cacheline_adp
(
   input   logic               clk,
   input   logic               rst,
   output  logic   [31:0]      bmem_addr,  
   output  logic               bmem_read,  
   output  logic               bmem_write,  
   output  logic   [63:0]      bmem_wdata,
   input   logic               bmem_ready,  
   input   logic   [31:0]      bmem_raddr,  
   input   logic   [63:0]      bmem_rdata,  
   input   logic               bmem_rvalid,  
   input  logic   [31:0]       icache_addr,
   input  logic                icache_read,
   input  logic                icache_write,
   output logic   [255:0]      icache_rdata,
   input  logic   [255:0]      icache_wdata,
   output logic                icache_resp,
   input  logic                 next_line_read,
   output logic                 nl_mem_resp,
   input  logic   [31:0]        next_line_addr,
   output logic   [255:0]       next_line_data,
   input  logic   [31:0]       dcache_addr,
   input  logic                dcache_read,
   input  logic                dcache_write,
   output logic   [255:0]      dcache_rdata,
   input  logic   [255:0]      dcache_wdata,
   output logic                dcache_resp
);
   logic [31:0]      bmem_raddr_lat;
   assign bmem_raddr_lat = bmem_raddr;
   typedef enum logic [1:0] {
       idle = 2'b00,
       instruction = 2'b01,
       data = 2'b10,
       nextline = 2'b11
   } state_t;
   logic [1:0]   counter;
   logic [63:0]  read_data  [3:0];
   logic [63:0]  write_data [3:0];
   logic         counter_done;
   state_t current_state, state_next;
   always_ff @ (posedge clk) begin
       if (rst) current_state <= idle;
       else     current_state <= state_next;
   end
   always_ff @(posedge clk) begin
       if(rst) begin
           counter <= '0;
           counter_done <= 1'b0;
       end
       else if(counter == 2'b11) begin
           counter <= '0;
           counter_done <= 1'b1;
       end
       else if((bmem_rvalid || bmem_write) && bmem_ready) begin
           counter <= counter + 1'b1;
           counter_done <= 1'b0;
       end
       else begin
           counter_done <= 1'b0;
       end
   end
   always_ff @(posedge clk) begin
       if(rst || !bmem_rvalid) begin
           read_data[0] <= 'x;
           read_data[1] <= 'x;
           read_data[2] <= 'x;
           read_data[3] <= 'x;
       end
       else if(bmem_rvalid && bmem_ready) begin
           read_data[counter[1:0]] <= bmem_rdata;
       end
   end
   always_comb begin
       next_line_data = '0;
       nl_mem_resp = '0;
       bmem_addr     = 'x;
       bmem_read     = '0;
       bmem_write    = '0;
       icache_resp   = '0;
       dcache_resp   = '0;
       icache_rdata  = 'x;
       dcache_rdata  = 'x;
       write_data[0] = 'x;
       write_data[1] = 'x;
       write_data[2] = 'x;
       write_data[3] = 'x;
       unique case (current_state)
           idle : begin
               if (dcache_read && bmem_ready) begin
                   bmem_addr    = dcache_addr;
                   bmem_read    = dcache_read;
                   state_next = data;
               end
               else if (dcache_write && bmem_ready) begin
                   bmem_write    = dcache_write;
                   bmem_addr     = dcache_addr;
                   write_data[0] = dcache_wdata[63:0];
                   state_next = data;
               end
               else if (icache_read && bmem_ready) begin
                   bmem_addr    = icache_addr;
                   bmem_read    = icache_read;
                   state_next   = instruction;
               end
               else if (icache_write && bmem_ready) begin
                   bmem_write    = icache_write;
                   write_data[0] = icache_wdata[63:0];
                   state_next = instruction;
               end
               else if (next_line_read && bmem_ready) begin
                   bmem_addr    = next_line_addr;
                   bmem_read    = next_line_read;
                   state_next   = nextline;
               end
               else begin
                   state_next = idle;
               end
           end
           nextline : begin 
                state_next     = counter_done ? idle : nextline;
                next_line_data = {read_data[3], read_data[2], read_data[1], read_data[0]};
                nl_mem_resp    = counter_done;
                bmem_addr      = next_line_addr;  
           end
           instruction : begin
               state_next   = counter_done || (icache_write && counter == 2'b11) ? idle : instruction;
               bmem_addr    = icache_write ? icache_addr : 'x;
               bmem_write   = counter_done ? '0 : icache_write;
               icache_resp  = icache_write ? counter == 2'b11 : counter_done;
               write_data[1] = icache_wdata[127:64];
               write_data[2] = icache_wdata[191:128];
               write_data[3] = icache_wdata[255:192];
               icache_rdata = counter_done ? {read_data[3], read_data[2], read_data[1], read_data[0]} : 'x;
           end
           data : begin
               state_next   = counter_done || (dcache_write && counter == 2'b11) ? idle : data;
               bmem_addr    = dcache_write ? dcache_addr : 'x;
               bmem_write   = counter_done ? '0 : dcache_write;
               dcache_resp  = dcache_write ? counter == 2'b11 : counter_done;
               write_data[1] = dcache_wdata[127:64];
               write_data[2] = dcache_wdata[191:128];
               write_data[3] = dcache_wdata[255:192];
               dcache_rdata = counter_done ? {read_data[3], read_data[2], read_data[1], read_data[0]} : 'x;
           end
           default : begin
               state_next = idle;
           end
       endcase
   end
   assign bmem_wdata = bmem_write && bmem_ready ? write_data[counter[1:0]] : 'x;
endmodule
### run.sh
#!/bin/bash
# OpenROAD 26Q1-2900-gdf79404cd8, Yosys 0.63+post, stock flow scripts
make -C /OpenROAD-flow-scripts/flow DESIGN_CONFIG=/design/flow/config.mk WORK_HOME=/design/flow/orfs finish
==> results.rst <==
Physical design figures
=======================

.. list-table::
   :header-rows: 1

   * - Metric
     - Value
   * - Result of the run
     - finished, final reports clean
   * - Post-detailed-route wirelength per cell
     - 45.3 um
   * - Vias
     - 20.6k
   * - Time the final worst path needs with I/O delays and setup
     - 19.56 ns
   * - Top cells by count, synth
     - 260 x sky130_fd_sc_hd__buf_4, 257 x sky130_fd_sc_hd__and2_1, 256 x sky130_fd_sc_hd__edfxtp_1
   * - Area of the die
     - 377000 sq um
   * - Sort of element at the start of the critical path
     - input port
   * - Global-route wire length before repair
     - 386 mm
   * - CTS clock-pin slew for the worst setup and hold paths
     - 0.06 ns
   * - Count of endpoints failing hold in the final timing report
     - 0
   * - Slew at the pin closest to its max-slew limit
     - 1.13 ns
   * - Combined global-route utilization of all metal layers
     - 17.7%
   * - GR Overflow Total
     - 0
   * - Maximum achievable frequency
     - 0.0511 GHz
   * - Async set-or-reset flop fraction in the synthesized netlist
     - 0%
   * - HP Class
     - flip-flop to flip-flop
   * - Final worst hold slack
     - 0.618 ns
   * - Type of the worst setup path
     - input port to output port
   * - Area growth from synthesis to layout
     - 125%
   * - Number of buffers added to fix hold violations after cts
     - 0
   * - Maximum fanout along the worst path
     - 24
   * - Number of detailed-route iterations in the first pass
     - 11
   * - Delay of the slowest critical-path stage
     - 0.83 ns
   * - Count of flip-flops with a built-in enable after synthesis
     - 256
   * - Count of max-cap constraint violations
     - 0
   * - Portion of the post-synthesis area used by sequential elements
     - 48.0%
   * - CTS buffer count
     - 27
   * - Area reported by Yosys stat
     - 16300 sq um
   * - Init Core Util
     - 4.63%
   * - Number of warnings in the stage logs
     - 61
   * - HPWL reported at the end of detailed placement
     - 317 mm
   * - Crit path cell chain
     - clkdlybuf4s50_1, nand2_8, buf_4, buf_4, mux2i_1, a21oi_1, clkdlybuf4s50_1
   * - Register bit count reported by yosys
     - 263
   * - Total power draw
     - 0.999 mW
   * - Final tally of setup violations
     - 0
   * - Data required, critical path
     - 32.08 ns
   * - Post-Syn Area
     - 16300 sq um
   * - Cell count after placement
     - 7495
   * - Area leader, netlist
     - sky130_fd_sc_hd__edfxtp_1
   * - Layout cells sized above 1
     - 4.23%
   * - Setup repair bufs after CTS
     - 0
   * - Number of global-route vias before repair
     - 19.7k
   * - Leakage power
     - 11.6 nW
   * - Leading cell type by number of instances after synthesis
     - sky130_fd_sc_hd__buf_4
   * - WL final
     - 344 mm
   * - Highest routing layer actually used
     - met5
   * - Area share of the largest cell type after synthesis
     - 47.1%
   * - Delay-heaviest family, CP
     - buffers and inverters
   * - Data arrival time at the worst-slack endpoint
     - 11.54 ns
   * - Number of instances resized during post-cts repair
     - 0
   * - Number of placement rows
     - 218
   * - Pwr Density
     - 27.2 nW/um^2
   * - Remaining antenna violation count after routing
     - 0
   * - Slew Limit Fails
     - 0
   * - Antenna violations before repair
     - 294
   * - Die width
     - 614 um
   * - Critical Path Slowest Stage Cell
     - sky130_fd_sc_hd__clkdlybuf4s50_1
   * - Final instance area
     - 36700 sq um
   * - Cell area after placement
     - 35700 sq um
   * - Largest net degree at the start of global routing
     - 86
   * - Per-instance average area after synthesis
     - 10.6 sq um
   * - Final Skew
     - 0.00862 ns
   * - Cell types with the largest area share after synthesis
     - sky130_fd_sc_hd__edfxtp_1 47%, sky130_fd_sc_hd__buf_4 12%, sky130_fd_sc_hd__and2_1 9.9%, sky130_fd_sc_hd__a222oi_1 8.1%, sky130_fd_sc_hd__a21oi_1 4.1%
   * - Latency at later pin
     - 0.62 ns
   * - Post-synthesis instance total
     - 1539
   * - Count of H-tree levels built during CTS
     - 1
   * - Sink count of the clock tree
     - 263
   * - Clock tree from TritonCTS
     - built
   * - Placeable core region
     - 352000 sq um
   * - Post-detailed-route DRC marker count
     - 0
   * - Type of destination of the critical path
     - output port
   * - Via density per instance
     - 2.71
   * - Non-Filler Instances
     - 7590
   * - Die height
     - 614 um
   * - Number of design-rule violations left by the first detailed-router iteration
     - 2387
   * - Met2 Wirelength
     - 157 mm
   * - Tcrit/Tclk final
     - 48.8%
   * - Synth Flop Type
     - sky130_fd_sc_hd__edfxtp_1
   * - Fin Setup TNS
     - 0 ns
   * - Crit path buf inv count
     - 4
   * - Yosys Instances
     - 1539
   * - Slew margin rel.
     - 24.8%
   * - Distinct cell type count of the synthesized netlist
     - 42
   * - Clk Tree Root Cell
     - sky130_fd_sc_hd__clkbuf_16
   * - Worst vdd rail ir drop
     - 0.0307 mV
   * - Quantity of I/O buffers inserted on ports
     - 1549
   * - Routed length on met1
     - 111 mm
   * - Maximum root-to-sink buffer count
     - 3
   * - Total met3 wirelength after detailed routing
     - 61.9 mm
   * - I/O pin count
     - 1582
   * - Synth warnings
     - 2
   * - Setup repair after global routing missed its margin
     - no
   * - Routability-driven placement congestion ratio
     - 0.961
cells by family after synthesis:
group | share of synthesized area (%)
simple gates | 14.6
buf+inv | 16.1
compound gates | 16.9
flops | 48.0
mux | 4.11
fa+ha+maj | 0.307
cell type report:
cell class                 count  area (sq um)
tap                         4730          5920
antenna                       45           113
clock buffer                  29           683
clock inverter                21           206
sequential                   263          7830
multi-input combinational    881          5950
fill                       40423        315000
inverter                      12          47.5
timing repair buffer        1609         16000
worst register-to-register path, cell delays in order, from the launching register on:
cell and delay, ns:
sky130_fd_sc_hd__dfxtp_1 0.53, sky130_fd_sc_hd__inv_1 0.27, sky130_fd_sc_hd__nor3_2 0.24, sky130_fd_sc_hd__buf_4 0.32, sky130_fd_sc_hd__buf_4 0.42, sky130_fd_sc_hd__buf_4 0.61
through the flow:
step | setup WS, ns | utilization [%]
after floorplan | 23.20 | -
after global placement | 20.32 | 10.1
after detailed placement | 20.34 | 10.1
after CTS | 20.32 | 10.4
after global routing | 20.32 | 10.4
final | 20.54 | 10.4
power breakdown:
part           leakage [nW]  switching, mW  internal, mW
registers              2.45         0.0226         0.313
clock network         0.425          0.119         0.143
logic                  8.75          0.216         0.186
sequential cells by signal (all words and copies together) (netlist names):
name and cells:
counter 2, counter_done 1, current_state 4, read_data 256
per-layer routing:
metal	global-route usage (%)	up-vias
met3	14.3	577
met2	28.4	1947
met5	0	-
li1	-	8047
met4	4.47	172
met1	17.6	9842
final timing paths:
kind              start               end  slack [ns]  depth (start not counted)
max          bmem_ready    bmem_wdata[22]       20.54                          7
min          counter[1]        counter[1]        0.62                          2
max reg2reg  counter[0]  read_data[1][63]       37.23                          5
min reg2reg  counter[1]        counter[1]        0.62                          2
cell usage in the layout (no fill, tap or decap), drive strengths merged, types with 2 or more instances in the layout:
cell	count
clkbuf	29
clkinvlp	3
mux2i	67
nor3	4
and2	257
dfxtp	7
ha	4
a21oi	135
edfxtp	256
a22oi	57
inv	15
o211ai	29
clkinv	12
nand2	166
nor2	9
nor2b	2
a222oi	132
buf	60
diode	45
o21ai	3
clkdlybuf4s50	1549
bufinv	3
Power figures rest on the tool's default switching activity, not on a simulated workload.
