## flow/config.mk

```make
export PLATFORM = sky130hd
export DESIGN_NAME = set_ufp_rdata
export DESIGN_NICKNAME = set_ufp_rdata
export VERILOG_FILES = /design/flow/design.v
export SDC_FILE = /design/flow/constraint.sdc
export NUM_CORES = 4
export LEC_CHECK = 1
export CORE_AREA = 10 10 130 130
export DIE_AREA = 0 0 140 140
```

## flow/constraint.sdc

```tcl
current_design set_ufp_rdata

set clk_period 8.1
set clk_io_pct 0.2

create_clock -name clk0 -period $clk_period

set non_clock_inputs [all_inputs -no_clocks]
set_input_delay [expr $clk_period * $clk_io_pct] -clock clk0 $non_clock_inputs
set_output_delay [expr $clk_period * $clk_io_pct] -clock clk0 [all_outputs]
```

## flow/design.v

```verilog
module set_ufp_rdata 
(
    input  logic [31:0]  ufp_addr_reg,
    input  logic [255:0] read_data_tmp,
    output logic [31:0]  ufp_rdata
);
    always_comb begin
        unique case (ufp_addr_reg[4:0]) 
            5'd0: begin
                ufp_rdata = read_data_tmp[31:0];
            end
            5'd4: begin
                ufp_rdata = read_data_tmp[63:32];
            end
            5'd8: begin
                ufp_rdata = read_data_tmp[95:64];
            end
            5'd12: begin
                ufp_rdata = read_data_tmp[127:96];
            end
            5'd16: begin
                ufp_rdata = read_data_tmp[159:128];
            end
            5'd20: begin
                ufp_rdata = read_data_tmp[191:160];
            end
            5'd24: begin
                ufp_rdata = read_data_tmp[223:192];
            end
            5'd28: begin
                ufp_rdata = read_data_tmp[255:224];
            end
            default: begin
                ufp_rdata = 'x;
            end
        endcase
    end
endmodule
```

## flow/run.sh

```bash
#!/bin/bash
# OpenROAD 26Q1-2900-gdf79404cd8, Yosys 0.63+post, stock flow scripts
make -C /OpenROAD-flow-scripts/flow DESIGN_CONFIG=/design/flow/config.mk WORK_HOME=/design/flow/orfs finish
```

==> ci_impl_report.md <==
### Yosys + OpenROAD results

| Metric | Value |
|---|---|
| F_max | `about 0.16 GHz` |
| Register area | `0 um^2` |
| Setup tns final | `0 ns` |
| Combinational fraction of design power | `1.000` |
| CP endpoint kind | `output port` |
| Top-area cell share | `0.323` |
| Core area | `between 10000 and 15000 um^2` |
| Tally of filler cells in the layout | `approximately 1500` |
| Gr ovfl total | `0` |
| Setup WS pre-CTS | `1.85 ns` |
| Final hold vios | `0` |
| Crit-path cells | `clkdlybuf4s50_1 -> buf_4 -> nor2b_4 -> buf_4 -> a22o_1 -> a22oi_1 -> a31oi_1 -> clkdlybuf4s50_1` |
| First-pass GRT wire length | `roughly 24000 um` |
| Worst path depth | `8` |
| Psw | `between 80 and 90 uW` |
| Sequential share of the synthesized area | `0` |
| DR vias/cell | `about 5` |
| Final WL | `16200 um` |
| Post-Syn Area per Cell | `~7.3 um^2` |
| Worst vdd ir | `between 0.03 and 0.04 mV` |
| Post-CTS setup buffers | `0` |
| Flip-flops | `0` |
| Die width | `between 100 and 150 um` |
| Commonest cells in the netlist | `80 x a22o_1, 52 x a22oi_1, 36 x nor2_1, 30 x a31oi_1, 15 x buf_2` |
| Sequential power share | `0` |
| Area after DPL | `about 5100 um^2` |
| Layout Utilization | `0.362` |
| Initial DRC Count | `~240` |
| Die Area | `19600 um^2` |
| Cell taking the most area after synthesis | `a22o_1` |
| Initial antenna violation count | `1` |
| Cell family with most CP delay | `buffers and inverters` |
| Relative slew margins | `0.453` |
| Vias in the first global route | `roughly 3900` |
| Logic area | `1830 um^2` |
| Share of cells above drive strength 1 | `0.0323` |
| Wire per inst | `approximately 22 um` |
| Number of gates resized after cts | `0` |
| Synth top cell by count | `a22o_1` |
| Least-Margin Pin Slew | `between 0.8 and 0.9 ns` |
| P_leak | `about 1.8 nW` |
| Via Count | `approximately 3700` |
| Critical path's slowest cell | `nor2b_4` |
| Final number of max-transition violations | `0` |
| PD cells | `51.0 nW/um^2` |
| Drt drc | `0` |
| Area of the mapped netlist | `roughly 2200 um^2` |
| Yosys warns | `1` |
| Worst EP arrival | `between 4 and 5 ns` |
| Min-Delay Path Depth | `4` |
| Post-synth cell types | `35` |
| Crit path buf inv count | `4` |
| OpenROAD warning count | `59` |
| Number of detailed-route iterations in the first pass | `4` |
| FP Rows | `~43` |
| Tcrit/Tclk final | `0.769` |
| Clock power frac | `0` |
| Largest net degree at the start of global routing | `34` |
| Cell count listed in synth_stat.txt | `slightly below 300` |
| Hold_buf cts | `0` |
| Tmin final | `6.23 ns` |
| Die Y | `~140 um` |
| Post-DRT Antenna Nets | `0` |
| DP HPWL | `13200 um` |
| Crit-path max cell delay | `~0.64 ns` |
| GP Congestion | `about 0.94` |
| Layout area overhead | `133%` |
| Final setup margin | `~1.9 ns` |
| GR Util All Layers | `0.154` |
| Switching Fraction | `0.318` |
| Post-synth area hogs | `a22o_1 32%, a22oi_1 18%, a31oi_1 8.7%` |
| Max-cap violations | `0` |
| Synth Instances | `296` |
| Worst setup path category | `input pin to output port` |
| CP startpoint kind | `input pin` |
| IO Count | `between 300 and 400` |
| Setup-failing EPs final | `0` |
| Chip area estimate from yosys synthesis | `approximately 2200 um^2` |
| Worst Path Max Fanout | `29` |
| RSZ-0062 raised after global routing | `no` |
| Fin area | `~5100 um^2` |
| Port Buf Inserts | `around 290` |
| CP required | `6.48 ns` |
| CLK BUF | `0` |
| Pre-Place Util | `0.155` |
| P_int | `~180 uW` |
| Outcome | `finished, final reports clean` |
| Worst hold path class | `input pin to output port` |
## final cells by class
| type | instances | share of cell area |
|---|---|---|
| Multi-Input combinational cell | 254 | 0.362 |
| Antenna cell | 1 | 0.000494 |
| Inverter | 2 | 0.00198 |
| Tap cell | 180 | 0.0445 |
| Timing Repair Buffer | 302 | 0.591 |
## tightest hold or removal path, stage by stage
cell	delay (ns)
clkdlybuf4s50_1	0.40
nor2_1	0.10
a31oi_1	0.04
clkdlybuf4s50_1	0.40
## cells in the final DEF (no fill, tap or decap), types with 2 or more instances in the layout
cell and count:
a211o_1 3, a21oi_1 8, a221o_1 2, a22o_1 80, a22oi_1 52, a31oi_1 30
buf_4 9, clkdlybuf4s50_1 292, mux2i_1 8, nand2_1 10, nand2b_1 3, nand3_1 4
nor2_1 36, nor2_4 3, nor2b_4 2
## per-stage QoR
stage	std cells	hold WS [ns]	power, mW
finish	739	4.18	0.259
floorplan	296	3.32	0.0897
CTS	738	4.18	0.261
detailed placement	738	4.18	0.259
global route	739	4.22	0.278
global placement	738	4.18	0.259
## power by group through the flow
stage	registers, mW	clock network, mW	logic [mW]
5_1_grt	0	0.0000000166	0.278
6_report	0	0.0000000166	0.259
4_1_cts	0	0	0.261
## path summary, 6_finish.rpt
path,start,endpoint,slack [ns]
setup / recovery,ufp_addr_reg[3],ufp_rdata[0],1.87
hold / removal,read_data_tmp[20],ufp_rdata[20],4.18
## kinds of logic after synthesis
family / share of synthesized area
buffers and inverters: 0.163
and+or+nand+nor: 0.145
AOI/OAI and AO/OA: 0.645
muxes: 0.0473
## per-layer routing
layer  up-vias  track usage  wire length [um]
li1       1747            -                 -
met1      1713        0.190              6360
met2       205        0.269              8160
met3         4       0.0452              1580
met4         0       0.0114                57
met5         -            0                 0
Power figures rest on the tool's default switching activity, not on a simulated workload.
